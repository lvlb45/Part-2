$ cat flow/design.v
`timescale 1ns / 1ps
module ADDER(a,b,cout,sum);
input [3:0] a,b;
output [3:0] sum;
output cout;
assign {cout, sum}=a+b;
endmodule
`timescale 1ns / 1ps
 module FSM(reset,clk,shb,ld,clr,ldp,shp);
 input clk,reset;
 output shb,ld,clr,ldp,shp;
 reg shb,ld,clr,ldp,shp;
 reg[3:0] cs,ns;
 parameter s0 = 0, s1 = 1, s2 = 2, s3 = 3, s4 = 4, s5 = 5, s6 = 6, s7 = 7, s8 = 8, s9 = 9, s10 = 10, s11 = 11, s12 = 12, s13=13;
 always @ (posedge clk or posedge reset)
 begin
 if(reset)
 cs <= s0;
 else
 cs<=ns;
 end
always@(cs or clk)
begin
case(cs)
 s0: ns<=s1;
 s1: ns<=s2;
 s2: ns<=s3;
 s3: ns<=s4;
 s4: ns<=s5;
 s5: ns<=s6;
 s6: ns<=s7;
 s7: ns<=s8;
 s8: ns<=s9;
 s9: ns<=s10;
 s10:ns<=s11;
 s11:ns=s12;
 s12:ns<=s12;
 s13:ns<=s13;
default: ns<=s0;
endcase
end
always@(cs)
begin
case(cs)
 s0:begin
 clr=1;
 ld=0;
 shp=0;
 shb=0;
 ldp=0;
 end
 s1:begin
 clr=0; 
 ld=1;
 shp=0;
 shb=0;
 ldp=0;
 end
 s2:begin
 clr=0;
 ld=0;
 shp=0;
 shb=0;
 ldp=1;
 end
 s3:begin
 clr=0;
 ld=0;
 shp=1;
 shb=0;
 ldp=0;
 end 
 s4:begin
 clr=0;
 ld=0;
 shp=0;
 shb=1;
 ldp=0;
 end
 s5:begin
 clr=0;
 ld=0;
 shp=0;
 shb=0;
 ldp=1;
 end
 s6:begin
 clr=0;
 ld=0;
 shp=1;
 shb=0;
 ldp=0;
 end
 s7:begin
 clr=0;
 ld=0;
 shp=0;
 shb=1;
 ldp=0;
 end
 s8:begin
 clr=0;
 ld=0;
 shp=0;
 shb=0;
 ldp=1;
 end
 s9:begin
 clr=0;
 ld=0;
 shp=1;
 shb=0;
 ldp=0;
 end
 s10:begin
 clr=0;
 ld=0;
 shp=1;
 shb=1;
 ldp=0;
 end
 s11:begin
 clr=0;
 ld=0;
 shp=0;
 shb=1;
 ldp=1;
 end
 s12:begin
 clr=0;
 ld=0;
 shp=1;
 shb=1;
 ldp=0;
 end
 s13:begin
  clr=0;
  ld=0;
  shp=0;
  shb=0;
  ldp=0;
  end
 default:begin
 clr=0;
 ld=0;
 shp=0;
 shb=0;
 ldp=0;
 end
 endcase
 end
endmodule   
`timescale 1ns / 1ps
module MA(ld,clr,clk,da,qa);
input ld,clr,clk;
input[3:0] da;
output[3:0] qa;
reg[3:0] qa;
always@(posedge clr or posedge clk)
begin
if(clr)
qa<=0;
else if(ld)
qa<=da;
end 
endmodule
`timescale 1ns / 1ps
module MB(shb,ld,clr,clk,db,qb);
input shb,ld,clr,clk;
input[3:0] db;
output[3:0] qb;
reg[3:0] qb;
always@(posedge clr or posedge clk)
begin
if(clr) qb<=0;
else if(ld)
qb<=db;
else if(shb)
qb<={1'b0, qb[3:1]};
end
endmodule
`timescale 1ns / 1ps
module MULT(da,db,p,ld,shb,clr,clk,shp,ldp);
input[3:0] da,db;
input ld,ldp,shb,shp,clk,clr;
output[8:0] p;
wire[3:0] qa,qb,sum,y;
wire cout;
MA a1(.ld(ld),.clr(clr),.clk(clk),.da(da),.qa(qa));
MB a2(.shb(shb),.ld(ld),.clr(clr),.clk(clk),.db(db),.qb(qb));
MUXB a3(.d0(4'b0000),.d1(da),.x(qb[0]),.y(y));
ADDER a4(.a(p[7:4]), .b(y), .cout(cout), .sum(sum));
PROD a5(sum,shp,ldp,clr,cout,clk,p);
endmodule
`timescale 1ns / 1ps
module MUXB(d0,d1,x,y);
input[3:0] d0,d1;
input x;
output [3:0] y;
reg[3:0] y;
always@(d0 or d1 or x)
begin
if(x==1)
y=d1;
else
y=d0;
end
endmodule
`timescale 1ns / 1ps
module PROD(sum,shp,ldp,clr,cout,clk,p);
input[3:0] sum;
input clr,clk,shp,ldp,cout;
output[8:0] p;
reg[8:0] p;
always@(posedge clk or posedge clr)
begin
if(clr)
p<=0;
else if(ldp)begin
p[7:4]= {sum};
p[8]= {cout}; end
else if(shp)
begin
p[8:0] <= {cout,p[8:1]};
end
end
endmodule
`timescale 1ns / 1ps
module TOP(reset,clk,da,db,p);
input reset,clk;
input[3:0] da,db;
output[8:0] p;
wire shb,ld,clr,ldp,shp;
MULT b1(.da(da),.db(db),.p(p),.ld(ld),.shb(shb),.clr(clr),.clk(clk),.shp(shp),.ldp(ldp));
FSM b2(.reset(reset),.clk(clk),.shb(shb),.ld(ld),.clr(clr),.ldp(ldp),.shp(shp));
endmodule
$ cat flow/run.sh
#!/bin/bash
# OpenROAD 26Q1-2900-gdf79404cd8, Yosys 0.63+post, stock flow scripts
make -C /OpenROAD-flow-scripts/flow DESIGN_CONFIG=/design/flow/config.mk WORK_HOME=/design/flow/orfs finish
$ cat flow/config.mk
export PLATFORM = sky130hd
export DESIGN_NAME = TOP
export DESIGN_NICKNAME = TOP
export VERILOG_FILES = /design/flow/design.v
export SDC_FILE = /design/flow/constraint.sdc
export NUM_CORES = 4
export LEC_CHECK = 1
export CORE_AREA = 10 10 88 88
export DIE_AREA = 0 0 98 98
$ cat flow/constraint.sdc
current_design TOP

set clk_period 1.2
set clk_io_pct 0.2

create_clock -name clk0 -period $clk_period [get_ports {clk}]

set non_clock_inputs [all_inputs -no_clocks]
set_input_delay [expr $clk_period * $clk_io_pct] -clock clk0 $non_clock_inputs
set_output_delay [expr $clk_period * $clk_io_pct] -clock clk0 [all_outputs]
==> reports/qor.txt <==
Status = finished with violations
Failing checks = setup timing
GRT overflow = 0
Fillers = 606
Worst Path Required = 1340 ps
Setup crit end kind = register
IO Pins = 19
Routed length per placed instance = 10.42 um
Relative slew margins = 82.26%
Hold_ws = 172.5 ps
Netlist cell types = 25
Area of the core = 5921 um2
Initial antenna violation count = 0
Dpl cells = 205
Slew @ Worst Pin = 266.1 ps
Setup CP Type = reg2reg
Detail Placement HPWL = 1826 um
EDFF count, synth = 0
Synthesis warning total = 5
Comb area leader = multiplexers
Top cell family by delay on the critical path = multiplexers
Commonest flop = dfrtp_1
# setup viols final = 14
Final WS setup = -611.0 ps
CTS tree = built
Comb pwr share = 3.1%
H-tree Lvls = 1
Cells after synthesis = 93
Fin crit share = 150.9%
Drt pass-1 iters = 2
Final Core Density = 28.83%
Area share of the largest cell type after synthesis = 40.28%
First-pass GRT wire length = 4008 um
Layout cells sized above 1 = 43.54%
XOR Share, Synth = 1.659%
Routability cong. = 0.8136
Iter 0 DRT Violations = 47
Post-synthesis chip area from yosys = 1056 um2
Slew Limit Fails = 0
IO buf count = 18
Final Hold Fails = 0
Via density = 3.797
Psw = 0.0001993 W
Layout area overhead = 61.61%
Clock skew = 6.362 ps
Crit path largest cell delay = 410 ps
Yosys adder share = 12.56%
Sw Ratio = 19.38%
Synth mux share = 22.04%
CP Max Fanout = 5
Place WS = -719.0 ps
Largest net degree at the start of global routing = 11
Post-route ant nets = 0
Registers, synthesis = 17
Cell area leaders = dfrtp_1 (40%), ha_1 (11%), mux2i_1 (8.5%), mux2_2 (7.5%), a21oi_1 (3.8%)
Asr flop ratio synth = 100.0%
Top cells by count = dfrtp_1 (17), ha_1 (9), mux2i_1 (9)
Ant. Diodes = 0
Most frequent cell after synthesis = dfrtp_1
Yosys top cell by area = dfrtp_1
Int Power = 0.0008290 W
Worst Setup Start Kind = register
Rows = 28
Clock sinks = 17
Final WL = 2313 um
Mapped Avg Cell Area = 11.35 um2
CTS max path bufs = 2
Chip Width = 98 um
Post-route DRC = 0
FP Util = 17.84%
Worst-Skew Late Latency = 250 ps
PD cells = 602.5 nW/um2
Aoi share = 9.834%
Setup TNS = -7059 ps
Simple Share, Synth = 9.005%
Vias in the first global route = 893
Seq/Total Area, Yosys = 40.28%
Final Critical Period = 1811 ps
Part of the power in registers = 55.8%
Arr. time, crit path = 1950 ps
Reg clk slew, reported paths = 70 ps
Max Cap Viol = 0
Worst min-delay path category = in2async
Via count = 843
Slowest cell on the critical path = dfrtp_2
Hold_buf cts = 0
Cts bufs inserted = 3
FMAX = 0.5522 GHz
Crit path buf inv count = 1
Tool warnings = 32
Pleak = 0.8856 nW
Root buffer cell = clkbuf_8
Die H = 98 um
Power share of the clock group = 41.1%
CP dominant cell by count = mux2_4
Post-Layout Cell Count = 222
Max IR drop VDD = 0.2565 mV
Ys cells = 93
RSZ-0062 raised after global routing = true
Area of the die = 9604 um2
Total Routing Usage GR = 4.842%
Worst path cell trace = inv_2, ha_4, mux2i_1, mux2_4, mux2_4, mux2_4
Post-Synthesis Cell Area = 1056 um2
[metal layers]
metal	routed length [um]	vias to the layer above	part of all wire, %	track usage (%)
met5	0	-	0	0
met4	14	0	0.61	0.4474
met3	189	2	8.2	2.134
met2	1030	16	45	7.614
met1	1079	391	47	6.250
li1	-	434	-	-
[state kept, by name (all words and copies together) (netlist names)]
| register | cells |
|---|---|
| b1.a2.qb | 4 |
| b1.a5.p | 9 |
| b2.cs | 4 |
[final timing paths]
path | from | endpoint | slack, ps | cells past startpoint
worst max-delay path | b2.cs[1]$_DFF_PP0_ | b1.a5.p[4]$_DFFE_PP0P_ | -610 | 6
worst min-delay path | reset | b2.cs[2]$_DFF_PP0_ | 170 | 2
worst min register to register | b2.cs[0]$_DFFE_PP0P_ | b1.a2.qb[1]$_DFFE_PP0P_ | 380 | 3
max in group asynchronous | b2.cs[3]$_DFF_PP0_ | b1.a5.p[7]$_DFFE_PP0P_ | 330 | 4
min in group clk0 | b1.a2.qb[1]$_DFFE_PP0P_ | b1.a2.qb[1]$_DFFE_PP0P_ | 530 | 2
worst max register to register | b2.cs[1]$_DFF_PP0_ | b1.a5.p[4]$_DFFE_PP0P_ | -610 | 6
[cells in the final DEF, fill, tap and decap left out]
| master | count |
|---|---|
| and2_1 | 4 |
| inv_1 | 4 |
| dfrtp_2 | 1 |
| inv_4 | 1 |
| clkdlybuf4s50_1 | 9 |
| nand2_1 | 2 |
| a21o_1 | 2 |
| a21bo_4 | 1 |
| xor2_1 | 2 |
| buf_6 | 8 |
| mux4_1 | 1 |
| clkinv_2 | 1 |
| o21ai_1 | 2 |
| and2_2 | 1 |
| a21oi_1 | 8 |
| dlygate4sd2_1 | 6 |
| inv_2 | 2 |
| ha_4 | 2 |
| buf_4 | 28 |
| nand3_1 | 2 |
| nor2_1 | 6 |
| clkbuf_2 | 1 |
| mux2i_1 | 9 |
| fa_1 | 1 |
| ha_2 | 1 |
| ha_1 | 6 |
| clkbuf_8 | 3 |
| nor3b_1 | 1 |
| a211o_4 | 1 |
| and2_4 | 1 |
| dfrtp_1 | 16 |
| a21oi_4 | 1 |
| o21ai_0 | 2 |
| mux2_2 | 1 |
| and2b_2 | 1 |
| mux2_4 | 9 |
[kinds of logic (layout without fill, tap and decap cells)]
kind of cell	count (synthesis)	count (layout)
buffers and inverters	9	63
muxes	20	20
and+or+nand+nor	18	18
AOI/OAI and AO/OA	17	17
DFF	17	17
adders and majority gates	10	10
xor gates and xnor gates	2	2
[power by group through the flow]
stage | combinational (W) | sequential, W | clock, W
final | 0.0000321 | 0.000573 | 0.000423
after CTS | 0.0000330 | 0.000573 | 0.000451
after global routing | 0.0000349 | 0.000573 | 0.000476
[final cells by class]
class / count / area, um2 / share of cell area, %
inverters: 7 / 28.78 / 1.686
well taps: 75 / 93.84 / 5.499
flip-flops and latches: 17 / 426.7 / 25.00
repair buffers: 52 / 447.9 / 26.25
clock buffers: 3 / 41.29 / 2.419
multi-input cells: 67 / 663.1 / 38.86
clock inverters: 1 / 5.005 / 0.2933
[per-stage QoR]
| stage | instance area [um2] | total power [W] |
|---|---|---|
| 6_report | 1707 | 0.001028 |
| 5_1_grt | 1707 | 0.001084 |
| 4_1_cts | 1689 | 0.001056 |
| 3_5_place_dp | 1518 | 0.0006169 |
| 3_3_place_gp | 1518 | 0.0006169 |
| 2_1_floorplan | 1109 | 0.0005866 |
[what timing repair did]
item	CTS	global route
buffers inserted	14	2
pin swaps	3	3
endpoints found under the setup margin	24	19
resized	24	11
Power is estimated from default activity; no workload was simulated.
