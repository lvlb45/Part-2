[./constraint.sdc]
current_design SSD

set clk_period 3.1
set clk_io_pct 0.2

create_clock -name clk0 -period $clk_period [get_ports {clk}]

set non_clock_inputs [all_inputs -no_clocks]
set_input_delay [expr $clk_period * $clk_io_pct] -clock clk0 $non_clock_inputs
set_output_delay [expr $clk_period * $clk_io_pct] -clock clk0 [all_outputs]
[./config.mk]
export PLATFORM = sky130hd
export DESIGN_NAME = SSD
export DESIGN_NICKNAME = SSD
export VERILOG_FILES = /design/flow/design.v
export SDC_FILE = /design/flow/constraint.sdc
export NUM_CORES = 4
export LEC_CHECK = 1
export CORE_AREA = 10 10 94 94
export DIE_AREA = 0 0 104 104
[./run.sh]
#!/bin/bash
# OpenROAD 26Q1-2900-gdf79404cd8, Yosys 0.63+post, stock flow scripts
make -C /OpenROAD-flow-scripts/flow DESIGN_CONFIG=/design/flow/config.mk WORK_HOME=/design/flow/orfs finish
[./design.v]
`timescale 1ns / 1ps
module SSD(clk, seg, dig);
input clk;
output [7:0] seg;
output [7:0] dig;
parameter N = 18;
reg [N-1:0] count;
reg [3:0] dd;
reg [7:0] seg;
reg [7:0] an;
always @ (posedge clk)
begin 
count <= count + 1;
case(count[N-1:N-3])
3'b000:
begin 
    dd = 4'd7;
    an = 8'b11111110;
end
3'b001:
begin
    dd = 4'd6;
    an = 8'b11111101;
end
3'b010:
begin
    dd = 4'd5;
    an = 8'b11111011;
end
3'b011:
begin
    dd = 4'd4;
    an = 8'b11110111;
end
3'b100:
begin
    dd = 4'd3;
    an = 8'b11101111;
end
3'b101:
begin 
    dd = 4'd2;
    an = 8'b11011111;
end
3'b110:
begin
    dd = 4'd1;
    an = 8'b10111111;
end
3'b111:
begin
    dd = 4'd0;
    an = 8'b01111111;
end
endcase
end
assign dig = an;
always @ (dd)
    begin
    seg[7] = 1'b1;
    case (dd)
    4'd0 : seg[6:0] = 7'b1000110;  
    4'd1 : seg[6:0] = 7'b0001100;  
    4'd2 : seg[6:0] = 7'b0000110;  
    4'd3 : seg[6:0] = 7'b1111001;  
    4'd4 : seg[6:0] = 7'b0000011;  
    4'd5 : seg[6:0] = 7'b0000011;  
    4'd6 : seg[6:0] = 7'b0001000;  
    4'd7 : seg[6:0] = 7'b0000000;  
    default : seg[6:0]= 7'b1111111;  
    endcase
end
endmodule 
==> reports/highlights.md <==
Yosys
- **largest family of logic cells by area** simple AND/OR/NAND/NOR gates
- **Synth Area in Compound Gates** 0.946%
- **Cells after Synth** 100
- **mux share** 0.946%
- **xor/xnor share of the synthesized area** 13.2%
- **Simple-Gate Fraction of Synth Area** 21.3%
- **part of the Yosys area used for sequential elements** 54.8%
- **primary flip-flop cell chosen by synthesis mapping** dfxtp_1
- **number of distinct library cells after synthesis** 23
- **post-synthesis instance area** 1060 sq um
- **fraction of registers with async set/reset** 0%
- **number of cells in the yosys synthesis report** 100
- **adder-cell area share of the yosys netlist** 3.55%
- **Post-Syn Area per Cell** 10.6 sq um
- **YS warnings** 1
- **post-synthesis chip area from yosys** 1060 sq um
- **Synth flops** 29
- **number of enable flip-flop cells** 0

Setup path
- **beginning of the critical path** dd[0]$_DFF_P_
- **critical-path cell list** inv_1 > ha_1 > nor2b_1 > clkdlybuf4s50_1
- **worst-path maximum fanout** 3
- **largest stage delay on the critical path** 0.47 ns
- **worst reg-to-reg setup slack** 1.67 ns
- **kind of start point of the critical path** flop
- **buffers plus inverters on the worst setup path** 2
- **Slowest-stage cell, CP** clkdlybuf4s50_1
- **worst reg2reg startpoint** count[0]$_DFF_P_
- **Reg2Reg Capture Point** count[16]$_DFF_P_
- **Data required, critical path** 2.48 ns
- **endpoint arrival time on the critical path** 1.52 ns
- **crit path capture type** output port
- **Register-to-Register Path Depth** 5
- **path type of the worst setup path** reg2out
- **kind of cell adding the most delay to the critical path** buffers and inverters

Clock network
- **TritonCTS buffer count** 5
- **insertion delay to the later sink of the worst-skew pair** 0.28 ns
- **CTS H-tree depth** 2
- **CTS max path bufs** 2
- **clk sinks** 29
- **Clk Tree Root Cell** clkbuf_8
- **number of buffers inserted for hold repair after clock tree synthesis** 0
- **setup bufs post-CTS** 0
- **clock-pin slew reported for the worst setup and hold paths after clock tree synthesis** 0.07 ns
- **TritonCTS clock tree** yes
- **CTS-repair resized insts** 0

Min path
- **HP Class** reg2reg
- **capture endpoint of the worst hold path** count[0]$_DFF_P_
- **Hold Path Origin** count[0]$_DFF_P_
- **cell depth of the worst min-delay path** 1

Finish
- **layout cell share with drive strength beyond 1** 11.9%
- **synthesis-to-layout area growth** 31.0%
- **final-layout fill cell count** 756

Routing
- **final wirelength** 1590 um
- **drt pass-1 iters** 4
- **DR WL/cell** 7.42 um
- **DRC violations left** 0
- **number of nets with antenna violations after detailed routing** 0
- **overall via count from detail_route** 660
- **count of routing violations after the opening detailed-route iteration** 20
- **number of antenna repair diodes** 0
- **vias per cell** 3.08

Timing
- **final total negative setup slack** 0 ns
- **number of failing setup endpoints in the final timing report** 0
- **worst hold margin** 0.418 ns
- **number of slew-limit violations in the final report** 0
- **clock period minus final worst setup slack** 2.14 ns
- **Max Clock Skew** 0.00852 ns
- **final-report hold violation count** 0
- **post-route fraction of the period consumed by the critical path** 69.1%
- **RSZ-0062 raised after global routing** false
- **maximum frequency from static timing analysis** 467 MHz

Outcome
- **run status** finished clean

Global route
- **global-route wire length before repair** 2820 um
- **via count of the first global-routing pass** 642
- **Overflow after GRT** 0
- **maximum number of pins on one net before global-route repair** 11
- **number of antenna violations at the first check in global routing** 0
- **GRT Resource Usage Total** 3.04%

Pwr
- **largest voltage drop on the vdd net** 173 uV
- **leakage power** 0.474 nW
- **power density over the cells** 483 nW/um^2

Floorplan
- **I/O pin cnt** 17
- **Die Span X** 104 um
- **Die Span Y** 104 um
- **chip area** 10800 sq um
- **area of the core region** 6830 sq um
- **number of cell rows** 30
- **Initial Utilization** 15.5%

Flow run
- **max cap viols** 0
- **number of warning messages in the logs** 26

Placement
- **HPWL Detailed** 1160 um
- **gp weighted congestion** 0.675
- **count of buffers from port buffering** 15

## layout make-up
cell class	count	area, sq um	area share, %
Multi-Input combinational cell	60	427	30.8
Inverter	6	22.5	1.62
Timing Repair Buffer	15	150	10.8
Sequential cell	29	581	41.9
Tap cell	96	120	8.66
Clock inverter	3	17.5	1.26
Clock buffer	5	68.8	4.96
## registers in the layout (all words and copies together), names as in the netlist
name,cells
an,8
count,18
dd,3
## how the worst max path moves through the flow
stage | to | slack [ns] | cells after the start
finish | seg[6] | 0.96 | 4
global route | seg[6] | 0.85 | 4
CTS | seg[6] | 0.94 | 4
## metal layers
metal	part of all wire (%)	up-vias	wire (um)	track usage [%]
met3	10	5	158	1.82
li1	-	354	-	-
met1	52	280	833	4.07
met5	0	-	0	0
met2	35	21	557	4.05
met4	2.4	0	38	0.696
## worst register-to-register path: stages, from the launching register on
cell	delay [ns]
dfxtp_1	0.37
ha_1	0.21
nand3_1	0.21
nor4_4	0.26
nand3_1	0.13
xnor2_1	0.14
## placed cells by master (no fill, tap or decap), types with 3 or more instances in the layout
cell type,synthesis,layout
xor2_1,6,6
ha_1,3,3
nand2_1,9,9
nand3_1,11,11
inv_1,4,4
xnor2_1,10,10
dfxtp_1,29,29
nor2_1,5,5
clkdlybuf4s50_1,0,15
clkbuf_8,0,5
## report_power, final
group          switching (mW)  internal, mW
clock network           0.143         0.154
registers                   0         0.373
logic               0.0000503             0
## metrics by stage
| step | cell area (sq um) | utilization [%] | instances | setup WS, ns | power (mW) |
|---|---|---|---|---|---|
| global route | 1390 | 20.3 | 214 | 0.853 | 0.693 |
| floorplan | 1060 | - | 100 | 1.73 | 0.382 |
| detailed placement | 1300 | 19.0 | 206 | 1.24 | 0.381 |
| finish | 1390 | 20.3 | 214 | 0.957 | 0.670 |
| global placement | 1300 | 19.0 | 206 | 1.24 | 0.381 |
| CTS | 1390 | 20.3 | 214 | 0.935 | 0.677 |
## kinds of logic (layout without fill, tap and decap cells)
logic type	after synthesis	in the layout
compound gates	2	2
xor+xnor	16	16
fa+ha+maj	3	3
buf+inv	11	29
flops	29	29
mux	1	1
other cells	1	1
simple gates	37	37
## synth_stat cells, drive strengths merged, types with 2 or more instances
master / instances / share of area (%)
dfxtp: 29 / 55
nand3: 13 / 7.8
nand4: 2 / 1.2
and3: 2 / 1.2
xor2: 6 / 5.0
inv: 6 / 2.1
ha: 3 / 3.5
nand2: 9 / 3.2
nor2b: 2 / 1.2
nor2: 5 / 1.8
buf: 4 / 2.4
nor3: 2 / 0.95
xnor2: 10 / 8.3
nor4: 2 / 4.0
Power and IR drop assume default switching activity.
